[/design/flow/run.sh]
#!/bin/bash
# OpenROAD 26Q1-2900-gdf79404cd8, Yosys 0.63+post, stock flow scripts
make -C /OpenROAD-flow-scripts/flow DESIGN_CONFIG=/design/flow/config.mk WORK_HOME=/design/flow/orfs finish
[/design/flow/config.mk]
export PLATFORM = sky130hd
export DESIGN_NAME = uart_transfer
export DESIGN_NICKNAME = uart_transfer
export VERILOG_FILES = /design/flow/design.v
export SDC_FILE = /design/flow/constraint.sdc
export NUM_CORES = 4
export LEC_CHECK = 1
export CORE_AREA = 10 10 70 70
export DIE_AREA = 0 0 80 80
[/design/flow/constraint.sdc]
current_design uart_transfer

set clk_period 2.2
set clk_io_pct 0.2

create_clock -name clk0 -period $clk_period [get_ports {clk}]

set non_clock_inputs [all_inputs -no_clocks]
set_input_delay [expr $clk_period * $clk_io_pct] -clock clk0 $non_clock_inputs
set_output_delay [expr $clk_period * $clk_io_pct] -clock clk0 [all_outputs]
[/design/flow/design.v]
`timescale 1ns/1ns
module uart_transfer(
    input wire          clk,
    input wire          rst_n,
    input wire          clk_16_i,
    input wire [7:0]    txd_data_i,
    input wire          txd_en_i,
    output reg          txd_o,
    output reg          txd_flag_o
);
localparam  T_IDLE = 2'b01,
            T_SEND = 2'b10;
localparam SMP_TOP  = 4'd15;
localparam SMP_GENTER = 4'd7;
reg [1:0]       state;
reg [3:0]       txd_cnt;
reg [3:0]       smp_cnt;
always @(posedge clk or negedge rst_n)begin
    if(rst_n == 1'b0)
        state <= T_IDLE;
    else begin
        case(state)
            T_IDLE:begin
                smp_cnt <= 4'd0;
                txd_cnt <= 4'd0;
                if(txd_en_i == 1'b1)
                    state <= T_SEND;
                else
                    state <= T_IDLE;
            end
            T_SEND:begin
                if(clk_16_i == 1'b1)begin
                    smp_cnt <= smp_cnt + 1'b1;
                    if(smp_cnt == SMP_TOP) begin
                        if(txd_cnt < 4'd9) begin
                            txd_cnt <= txd_cnt + 1'b1;
                            state <= T_SEND;
                        end
                        else begin
                            txd_cnt <= 1'b0;
                            state <= T_IDLE;
                        end
                    end
                    else begin
                        txd_cnt <= txd_cnt;
                        state <= state;
                    end
                end
                else begin
                    txd_cnt <= txd_cnt;
                    state <= state;
                end
            end
        endcase
    end
end 
always @(*)begin
    if(state == T_SEND)begin
        case(txd_cnt)
            4'd0:txd_o = 1'b0;
            4'd1:txd_o = txd_data_i[0];
            4'd2:txd_o = txd_data_i[1];
            4'd3:txd_o = txd_data_i[2];
            4'd4:txd_o = txd_data_i[3];
            4'd5:txd_o = txd_data_i[4];
            4'd6:txd_o = txd_data_i[5];
            4'd7:txd_o = txd_data_i[6];
            4'd8:txd_o = txd_data_i[7];
            4'd9:txd_o = 1'b1;
            default:txd_o = 1'b1;
        endcase
    end
    else 
        txd_o <= 1'b1;
end
always @(posedge clk or negedge rst_n)begin
    if(rst_n == 1'b0)
        txd_flag_o <= 1'b0;
    else if(clk_16_i == 1'b1 && txd_cnt == 4'd9 && smp_cnt == SMP_TOP)
        txd_flag_o <= 1'b1;
    else 
        txd_flag_o <= 1'b0;
end
endmodule
==> datasheet_impl.txt <==
Implementation parameters

Parameter                              Value

Status
  Run status .................. finished, violations left
  Failing checks .................. negative setup slack

Pwr
  Internal Pwr Total .................. 0.327 mW
  Peak ir drop on the vdd network .................. 0.155 mV
  Power consumption .................. 0.408 mW
  Power density of the placed cells .................. 418 mW/mm2
  Clock power frac .................. 32.9%
  Net switching power .................. 0.0817 mW
  Leakage .................. 0.380 nW
  Switching share of power .................. 20.0%
  Sequential share of power .................. 56.9%
  Logic gate share of total power .................. 10.2%

Setup path
  Critical path buffer and inverter count .................. 2
  Worst setup slack for register-to-register paths .................. 0.52 ns
  Worst Reg-to-Reg Cells .................. 5
  R2R Path Start .................. smp_cnt[0]$_SDFFCE_PN0P_
  Endpoint kind of the worst setup timing path .................. output port
  Largest delay share family, worst path .................. simple AND/OR/NAND/NOR gates
  Critical path required time .................. 1.76 ns
  CP arrival .................. 1.89 ns
  Worst r2r dst .................. txd_cnt[0]$_SDFFCE_PP0P_
  Maximum fanout count along the critical path .................. 4
  Startpoint class of the critical path .................. flip-flop
  Critical path start-end classification .................. flip-flop to output port
  Ordered list of cells on the worst path .................. inv_2, ha_4, or4_4, nand3_2, or4_1, buf_2
  Peak per-stage delay on the critical path .................. 0.53 ns
  Cell with the largest stage delay on the worst path .................. sky130_fd_sc_hd__or4_1

Floorplan
  Initial cell density of the core .................. 19.2%
  Die width .................. 80 um
  Y dimension of the die .................. 80 um
  Placement row count .................. 21
  Die area .................. 0.00640 mm2
  Core Box Area .................. 0.00342 mm2
  # IOs .................. 14

Cells and area
  Multi-input gate area in the final layout .................. 353 um2
  Proportion of layout cells with a drive suffix above 1 .................. 29.9%
  Fill cells .................. 364
  Final standard cell area without fillers .................. 976 um2
  Area overhead of the layout relative to synthesis .................. 48.6%
  Sequential cell area .................. 317 um2
  Post-route insts no fill .................. 133

Final timing
  Worst-case headroom to the max-slew limit .................. 85.0%
  Min Hold Slack .................. 0.366 ns
  Min Tclk post-route .................. 2.33 ns
  Share of the clock period used by the worst path .................. 106%
  # setup viols final .................. 1
  Largest clock skew in the final design .................. 0.00381 ns
  RSZ-0062 raised after global routing .................. yes
  Post-route worst setup slack .................. -0.133 ns
  Count of endpoints failing hold in the final timing report .................. 0
  Worst-margin pin slew .................. 0.223 ns
  Highest clock rate .................. 0.429 GHz
  Fin. max-slew vios .................. 0

Yosys
  Synth warn .................. 1
  Post-synthesis cell type count .................. 28
  Cell area after synthesis .................. 657 um2
  Area figure in the yosys stat output .................. 657 um2
  Post-synthesis sequential element count .................. 11
  Number of cells in the yosys synthesis report .................. 61
  Syn_area_per_cell .................. 10.8 um2
  Share of synthesized area occupied by flip-flops and latches .................. 48.2%
  Cell count after synthesis .................. 61

Detailed routing
  Routed via count divided by cell count .................. 3.91
  Router iterations before antenna repair .................. 4
  DRC violation count after routing .................. 0
  Wire length per cell .................. 10.9 um
  Initial drt markers .................. 14
  Count of vias placed by the detailed router .................. 520
  Count of antenna-violating nets left after detailed routing .................. 0
  Detailed Route WL .................. 1440 um
  Antenna cell count .................. 0

Clock tree
  Clock latency on the worst-skew pair .................. 0.26 ns
  Clock Pin Slew Worst Setup and Hold Paths .................. 0.07 ns
  Number of buffers added by the clock tree synthesis step .................. 3
  H-tree level count .................. 1
  Root buffer selected by CTS .................. sky130_fd_sc_hd__clkbuf_4
  TritonCTS clock tree .................. built
  Clock sink total .................. 11
  Clock buffer depth .................. 2
  Post-cts hold buffer count .................. 0

GRT
  Maximum number of pins on one net before global-route repair .................. 7
  Number of global-route vias before repair .................. 531
  Remaining global-route overflow .................. 0
  First-pass GRT wire length .................. 2320 um
  All-Layer GR Usage .................. 4.28%
  Initial antenna violation count .................. 0

Placed design
  Cell Count Post-Placement .................. 126
  RD Place Congestion .................. 0.787
  Post-DP HPWL .................. 1160 um
  Placed Instance Area .................. 886 um2
  Port Buf Inserts .................. 13
  Placement-stage worst setup slack .................. -0.278 ns

Job
  Count of max-cap constraint violations .................. 0
  Tool warning count .................. 30

Hold path
  Path category of the worst min-delay check .................. primary input to asynchronous set/reset pin
-- metal layers --
metal | GRT usage, % | part of all wire (%)
met5 | 0 | 0
met4 | 1.41 | 1.9
met3 | 0.455 | 0.42
met2 | 7.46 | 52
met1 | 5.35 | 45
-- how the worst max path moves through the flow --
stage	startpoint	end	slack, ns	depth (start not counted)
finish	txd_cnt[0]$_SDFFCE_PP0P_	txd_o	-0.13	6
global route	txd_cnt[0]$_SDFFCE_PP0P_	txd_o	-0.25	6
CTS	txd_cnt[1]$_SDFFCE_PP0P_	txd_o	-0.16	6
-- layout make-up --
type / instances / area share [%]
Clock buffer: 4 / 2.69
Timing Repair Buffer: 24 / 21.3
Sequential cell: 11 / 32.4
Inverter: 4 / 1.54
Tap cell: 46 / 5.90
Multi-Input combinational cell: 44 / 36.2
-- cell usage after synthesis, drive strengths merged --
cell type | number | area share (%)
o22ai | 1 | 0.95
or4 | 2 | 2.3
a21oi | 1 | 0.76
o21a | 1 | 1.1
nand4b | 1 | 1.3
or2 | 1 | 0.95
a311oi | 1 | 1.3
nand2 | 6 | 3.4
a21o | 1 | 1.3
nand3 | 3 | 2.3
and3 | 1 | 0.95
nor3 | 2 | 1.5
a22oi | 3 | 3.4
buf | 2 | 2.9
dfstp | 1 | 4.0
nor2b | 1 | 0.95
a21boi | 2 | 2.3
nand2b | 1 | 2.1
nor2 | 5 | 2.9
ha | 5 | 9.5
dfrtp | 2 | 7.6
nand4 | 1 | 0.95
xor2 | 1 | 1.3
and2 | 1 | 0.95
xnor2 | 3 | 4.0
inv | 4 | 2.3
edfxtp | 8 | 37
-- registers in the layout, summed over array words and instances, names as in the netlist --
signal      cells
smp_cnt         4
txd_cnt         4
state           2
txd_flag_o      1
-- power groups by stage --
| stage | registers (mW) | clock network [mW] | logic [mW] |
|---|---|---|---|
| after global routing | 0.233 | 0.150 | 0.0456 |
| final | 0.232 | 0.134 | 0.0419 |
| after CTS | 0.232 | 0.139 | 0.0415 |
-- worst reg2reg max path: cells and delay by family, from the launching register on --
kind                     cells  cell delay [ns]
buffers and inverters        1             0.17
AND/OR/NAND/NOR              2             0.48
AND-OR/OR-AND                1             0.18
flip-flops                   1             0.38
adder cells (fa/ha/maj)      1             0.20
-- logic make-up (layout without fill, tap and decap cells) --
family,Yosys count,after routing,synth area share [%]
flip-flops,11,11,48.2
AND/OR/NAND/NOR,25,25,20.6
buffers and inverters,6,32,5.14
AND-OR/OR-AND,10,10,11.2
adder cells (fa/ha/maj),5,5,9.52
XOR/XNOR,4,4,5.33
-- placed cells by master, fill, tap and decap left out, types with 3 or more instances in the layout --
| master | instances |
|---|---|
| sky130_fd_sc_hd__clkdlybuf4s50_1 | 12 |
| sky130_fd_sc_hd__clkbuf_4 | 3 |
| sky130_fd_sc_hd__nand2_1 | 6 |
| sky130_fd_sc_hd__nor2_1 | 5 |
| sky130_fd_sc_hd__buf_4 | 11 |
| sky130_fd_sc_hd__edfxtp_1 | 8 |
| sky130_fd_sc_hd__a22oi_1 | 3 |
| sky130_fd_sc_hd__ha_4 | 3 |
| sky130_fd_sc_hd__xnor2_1 | 3 |
-- what timing repair did --
action	in CTS	in global routing
pin swaps	2	4
setup endpoints to repair	1	1
resized	11	2
setup buffers	1	2
cloned	0	0
hold endpoints to repair	0	0
-- per-stage QoR --
step	setup TNS, ns	utilization [%]
4_1_cts	-0.158	27.9
3_3_place_gp	-0.238	25.9
3_5_place_dp	-0.278	25.9
6_report	-0.133	28.6
5_1_grt	-0.245	28.6
2_1_floorplan	0	-
Power and IR drop assume default switching activity.
