File: ./run.sh
#!/bin/bash
# OpenROAD 26Q1-2900-gdf79404cd8, Yosys 0.63+post, stock flow scripts
make -C /OpenROAD-flow-scripts/flow DESIGN_CONFIG=/design/flow/config.mk WORK_HOME=/design/flow/orfs finish
File: ./config.mk
export PLATFORM = sky130hd
export DESIGN_NAME = uart_receiver
export DESIGN_NICKNAME = uart_receiver
export VERILOG_FILES = /design/flow/design.v
export SDC_FILE = /design/flow/constraint.sdc
export NUM_CORES = 4
export LEC_CHECK = 1
export CORE_UTILIZATION = 30
File: ./constraint.sdc
current_design uart_receiver

set clk_period 4.7
set clk_io_pct 0.2

create_clock -name clk0 -period $clk_period [get_ports {clk}]

set non_clock_inputs [all_inputs -no_clocks]
set_input_delay [expr $clk_period * $clk_io_pct] -clock clk0 $non_clock_inputs
set_output_delay [expr $clk_period * $clk_io_pct] -clock clk0 [all_outputs]
File: ./design.v
`timescale 1ns/1ns
module uart_receiver(
    input wire              clk,
    input wire              rst_n,
    input wire              clk_16_i,  
    input wire              rxd_i,
    output reg [7:0]        rxd_data_o,
    output reg              rxd_flag_o
);
localparam  R_IDLE = 4'b0001,
            R_START = 4'b0010,
            R_SAMPLE = 4'b0100,
            R_STOP = 4'b1000;
reg [3:0]   state;   
reg     rxd_sync;
always @(posedge clk or negedge rst_n)begin
    if(rst_n == 1'b0)
        rxd_sync <= 1'b1;
    else
        rxd_sync <= rxd_i;
end
reg [3:0]   rxd_cnt;
reg [3:0]   smp_cnt;
localparam SMP_TOP  = 4'd15;
localparam SMP_GENTER = 4'd7;
always @(posedge clk or negedge rst_n)begin
    if(rst_n == 1'b0)
        state <= R_IDLE;
    else begin
        case(state)
            R_IDLE:begin
                rxd_cnt <= 4'd0;
                smp_cnt <= 4'd0;
                if (rxd_sync == 1'b0)
                    state <= R_START;
                else  
                    state <= R_IDLE;
            end
            R_START:begin
                if(clk_16_i == 1'b1)begin
                    smp_cnt <= smp_cnt + 1'b1;
                    if(smp_cnt == SMP_GENTER && rxd_sync != 1'b0) begin
                        rxd_cnt <= 4'd0;
                        state <= R_IDLE;
                    end
                    else if(smp_cnt == SMP_TOP) begin
                        rxd_cnt <= 4'd1;
                        state <= R_SAMPLE;
                    end
                    else begin
                        rxd_cnt <= 4'd0;
                        rxd_cnt <= R_START;
                    end 
                end
                else begin
                    smp_cnt <= smp_cnt;
                    state <= state;
                end 
            end
            R_SAMPLE:begin
                if(clk_16_i == 1'b1) begin
                    smp_cnt <= smp_cnt + 1'b1;
                    if(smp_cnt == SMP_TOP) begin
                        if(rxd_cnt < 4'd8) begin
                            rxd_cnt <= rxd_cnt + 1'b1;
                            state <= R_SAMPLE;
                        end 
                        else begin
                            rxd_cnt <= 4'd9;
                            state <= R_STOP;
                        end
                    end
                    else begin
                        rxd_cnt <= rxd_cnt;
                        state <= state;
                    end 
                end
                else begin
                    smp_cnt <= smp_cnt;
                    rxd_cnt <= rxd_cnt;
                    state <= state;
                end
            end
            R_STOP:begin
                if(clk_16_i == 1'b1) begin
                    smp_cnt <= smp_cnt + 1'b1;
                    if(smp_cnt == SMP_TOP && rxd_sync == 1'b1) begin
                        state <= R_IDLE;
                        rxd_cnt <= 1'b0;
                    end
                    else begin
                        rxd_cnt <= rxd_cnt;
                        state <= state;
                    end 
                end
                else begin
                    smp_cnt <= smp_cnt;
                    rxd_cnt <= rxd_cnt;
                    state <= state;
                end
            end
            default:
                state <= R_IDLE;
        endcase
    end 
end
reg [7:0]   rxd_data_r;
always @(posedge clk or negedge rst_n)begin
    if(rst_n == 1'b0)
        rxd_data_r <= 8'd0;
    else if(state == R_SAMPLE)begin
        if(clk_16_i == 1'b1 && smp_cnt == SMP_GENTER) begin
            case(rxd_cnt)
            4'd1: rxd_data_r[0] <= rxd_sync;
            4'd2: rxd_data_r[1] <= rxd_sync;
            4'd3: rxd_data_r[2] <= rxd_sync;
            4'd4: rxd_data_r[3] <= rxd_sync;
            4'd5: rxd_data_r[4] <= rxd_sync;
            4'd6: rxd_data_r[5] <= rxd_sync;
            4'd7: rxd_data_r[6] <= rxd_sync;
            4'd8: rxd_data_r[7] <= rxd_sync;
            default:;
            endcase
        end
        else
            rxd_data_r <= rxd_data_r;
    end
    else if(state == R_STOP)
        rxd_data_r <= rxd_data_r;
    else 
        rxd_data_r <= 8'd0;
end
always @(posedge clk or negedge rst_n)begin
    if(rst_n == 1'b0) begin
        rxd_data_o <= 8'd0;
        rxd_flag_o <= 1'b0;
    end
    else if(clk_16_i == 1'b1 && rxd_cnt == 4'd9 && smp_cnt == SMP_TOP) begin
        rxd_data_o <= rxd_data_r;
        rxd_flag_o <= 1'b1;
    end
    else begin
        rxd_data_o <= rxd_data_o;
        rxd_flag_o <= 1'b0;
    end 
end
endmodule
==> impl_metrics.ini <==
; implementation run metrics
[global_route]
grt_pass1_vias = 1027
antenna_found_initial = 0
grt_max_degree = 25
grt_overflow = 0
grt_usage_pct = 11.7
grt_pass1_wl_um = 4660

[worst_setup_path]
critPathArrivalTime_ns = 2.28
critPathMaxStageDelay_ns = 0.54
crit_required_ns = 4.85
rr_startpoint = state[2]
start_kind = input port
reg2reg_depth = 3
worstPathCellList = clkdlybuf4s50_1 -> nand4b_1 -> nor2_4 -> mux2_1
end_kind = flop
crit_type = input port to flop
r2r_setup_slack_ns = 2.95
crit_fanout = 9
timing.rr.end = smp_cnt[1]
critPathSlowestCell = clkdlybuf4s50_1

[detailed_routing]
wire_per_inst_um = 13.4
wl_um = 2450
dr.first_iter.drc_count = 48
diodes = 0
drtAntennaViolNets = 0
vias_per_cell = 5.25
drc = 0
firstDrtPassIters = 5
vias = 961

[power]
power_density_nw_per_um2 = 284
p_int_mw = 0.388
power_leakage_nw = 0.746
p_sw_mw = 0.0942
swShare_pct = 19.5
power_mw = 0.483
pwr-share-seq_pct = 55.5
pwr-share-clk_pct = 42.6
ir_worst_vdd_v = 0.000147
comb_power_share_pct = 1.8

[yosys]
logic_family = simple AND/OR/NAND/NOR gates
syn_area_um2 = 1450
synth_warnings = 1
area_leaders = dfrtp_1, edfxtp_1, mux2_1
xor_area_share_pct = 1.81
syn_area_per_cell_um2 = 12.4
synth.area.mux_share_pct = 12.6
top_area_cell = dfrtp_1
synthSimpleGateAreaFrac_pct = 14.2
synth_seq_share_pct = 54.7
ys.flops = 30
yosys_cells = 117
netlist_instances = 117
ys_sh_aoi_pct = 8.89
adder_share_pct = 4.31
ys_chip_area_um2 = 1450
synth_top_area_share_pct = 34.5
synthDistinctLibCells = 36

[final_layout]
drive_gt1_share_pct = 11.5
final_common_cell = dfrtp_1
utilization_pct = 37.8
most-common-layout-cells = dfrtp_1, clkdlybuf4s50_1, o21ai_0, mux2_1, edfxtp_1
areaGrowthSynthToFinish_pct = 17.3

[place]
gp_congestion = 0.848
dpl.hpwl_um = 1660
numPortBuffers = 12

[flow_run]
warnings = 28
maxCapViolCount = 0

[die]
fp.dieW_um = 71.5
dieHeight_um = 71.5
rows = 24
fp_util_pct = 32.2
boundaryPins = 13
coreArea_um2 = 4500
chip_area_um2 = 5120

[final_timing]
slew_viol_final = 0
finalHoldViolations = 0
setup_viol = 0
relSlewSlack_pct = 65.6
tns_ns = 0
tightestPinTransition_ns = 0.516
rsz0062_at_grt = no
final.setup_skew_ns = 0.00500
fmax_mhz = 471
period_minus_slack_ns = 2.12
period_used_pct = 45.2

[cts]
clockBufferDepth = 2
cts_hold_buf = 0
post-cts-setup-buffers = 0
cts_resized = 0
path_clk_slew_ns = 0.06
cts_num_sinks = 30
insertion_delay_ns = 0.27
htree_levels = 2
cts_tree = yes
cts_buffers = 5
clock-root-buffer = clkbuf_8

[hold_path]
holdPathEnd = rxd_data_o[4]
whs_path_depth = 1
holdCritStartpoint = rxd_data_o[4]
min_path_type = flop to flop

[status]
status = complete, no violations
## state kept, by name, summed over array words and instances, names as in the netlist
register	cells
rxd_data_o	8
rxd_data_r	8
rxd_cnt	4
smp_cnt	4
state	4
rxd_flag_o	1
rxd_sync	1
## cell usage after synthesis (all sizes together)
cell / n
a21oi: 2
a22o: 2
a31oi: 1
a32o: 1
and2: 1
and3: 1
and4b: 1
buf: 3
clkbuf: 4
dfrtp: 20
dfstp: 2
edfxtp: 8
ha: 5
inv: 5
mux2: 10
mux2i: 7
nand2b: 1
nand3: 4
nand4: 4
nand4b: 6
nor2: 7
nor2b: 2
nor3: 2
nor4: 1
o211a: 1
o211ai: 1
o21ai: 10
o221ai: 1
o2bb2ai: 1
xnor2: 2
xor2: 1
## critical path, delay by kind of cell
| family | cells | cell delay (ns) |
|---|---|---|
| buffers and inverters | 1 | 0.54 |
| multiplexers | 1 | 0.35 |
| AND/OR/NAND/NOR | 2 | 0.44 |
## through the flow
stage	hold slack [ns]	setup WS [ns]	instance area (um2)	instances
after global placement	0.469	2.32	1610	175
after detailed placement	0.477	2.30	1610	175
after floorplan	0.433	2.96	1450	117
after global routing	0.502	2.51	1700	183
final	0.482	2.58	1700	183
after CTS	0.489	2.58	1700	183
## kinds of logic (layout without fill, tap and decap cells)
family	after synthesis	in the layout
fa+ha+maj	5	5
flops	30	30
mux	17	17
simple gates	30	30
buf+inv	12	26
xor+xnor	3	3
compound gates	20	20
## layout make-up
cell class              count  area, um2
clock buffers               7       86.3
clock inverters             1       5.00
fillers                   423       2800
inverters                   5       18.8
multi-input cells          75        606
flip-flops and latches     30        793
well taps                  52       65.1
repair buffers             13        128
## worst max path at each step
stage / from / endpoint / slack, ns
CTS: clk_16_i / rxd_data_o[7] / 2.58
global route: clk_16_i / rxd_data_o[7] / 2.51
finish: clk_16_i / rxd_data_o[7] / 2.58
## layer usage
layer	vias to the layer above	routed length, um	global-route usage (%)
met2	28	1120	17.9
met1	472	1180	17.6
li1	457	-	-
met5	-	0	0
met4	0	20	1.31
met3	4	125	3.57
## power by group through the flow
stage	Sequential [mW]	Clock (mW)	Combinational, mW
after CTS	0.268	0.212	0.00930
after global routing	0.268	0.225	0.0103
final	0.268	0.206	0.00888
No activity file was given, so power comes from the tool's default toggle rates.
